--- design.v ---
`timescale 1ns / 1ps
module alu_32(
   input  [31:0] A_in,B_in,         
   input  [3:0]  ALU_Sel,           
   output [31:0] ALU_Out,           
   output reg    Carry_Out,
   output        Zero,              
   output reg    Overflow = 1'b0    
    );
reg [31:0] ALU_Out;
reg Zero;
always @(A_in, B_in, ALU_Sel)
  begin
    case (ALU_Sel)
        4'b0000:  
          begin
            ALU_Out = A_in & B_in;
            Carry_Out = 1'b0;
            Overflow = 1'b0;
            Zero = (ALU_Out == 0) ? 1'b1 : 1'b0;
          end
        4'b0001:  
          begin
            ALU_Out = A_in | B_in;
            Carry_Out = 1'b0;
            Overflow = 1'b0;
            Zero = (ALU_Out == 0) ? 1'b1 : 1'b0;
          end  
        4'b0010:  
          begin
            {Carry_Out, ALU_Out} = A_in + B_in;
            Zero = (ALU_Out == 0) ? 1'b1 : 1'b0;
            if ($signed(A_in) >= 0 && $signed(B_in) >= 0)  
              begin
                if ($signed(ALU_Out) < 0)
                    Overflow = 1'b1;
                else 
                    Overflow = 1'b0;
              end
            else if ($signed(A_in) < 0 && $signed(B_in) < 0)
              begin
                if ($signed(ALU_Out) >= 0)
                    Overflow = 1'b1;
                else
                    Overflow = 1'b0;
              end
            else
                Overflow = 1'b0;
          end 
        4'b0110:  
          begin
            ALU_Out = A_in - B_in;
            Carry_Out = 1'b0;
            Zero = (ALU_Out == 0) ? 1'b1 : 1'b0;
            if ($signed(A_in) >= 0 && $signed(B_in) < 0)  
              begin
                if ($signed(ALU_Out) < 0)
                    Overflow = 1'b1;
                else 
                    Overflow = 1'b0;
              end
            else if ($signed(A_in) < 0 && $signed(B_in) >= 0)
              begin
                if ($signed(ALU_Out) >= 0)
                    Overflow = 1'b1;
                else
                    Overflow = 1'b0;
              end
            else
                Overflow = 1'b0;
          end 
        4'b0111:  
          begin
            ALU_Out = ($signed(A_in) < $signed(B_in)) ? 32'h00000001 : 32'h00000000;
            Carry_Out = 1'b0;
            Overflow = 1'b0; 
            Zero = (ALU_Out == 0) ? 1'b1 : 1'b0;
          end 
        4'b1100:  
          begin
            ALU_Out = ~(A_in | B_in);
            Carry_Out = 1'b0;
            Overflow = 1'b0;
            Zero = (ALU_Out == 0) ? 1'b1 : 1'b0;
          end   
        4'b1111:  
          begin
            ALU_Out = (A_in == B_in) ? 32'h00000001 : 32'h00000000;
            Carry_Out = 1'b0;
            Overflow = 1'b0;
            Zero = (ALU_Out == 0) ? 1'b1 : 1'b0;
          end   
    endcase
  end
endmodule
`timescale 1ns / 1ps
module ALUController (
    ALUOp , Funct7 , Funct3 , Operation
    );
input [1:0] ALUOp;
input [6:0] Funct7;
input [2:0] Funct3;
output [3:0] Operation;
assign Operation[0] = ((Funct3 == 3'b110) || ((Funct3 == 3'b010) && (ALUOp[0] == 1'b0))) ? 1'b1 : 1'b0;
assign Operation[1] = ((Funct3 == 3'b000) || (Funct3 == 3'b010)) ? 1'b1 : 1'b0;
assign Operation[2] = ((Funct3 == 3'b100) || ((Funct3 == 3'b010) && (ALUOp[0] == 1'b0)) || ((Funct7 == 7'b0100000) && (Funct3 == 3'b000) && (ALUOp == 2'b10))) ? 1'b1 : 1'b0;
assign Operation[3] = (Funct3 == 3'b100) ? 1'b1 : 1'b0;
endmodule  
`timescale 1ns / 1ps
module Controller (
    Opcode ,
    ALUSrc , MemtoReg , RegWrite , MemRead , MemWrite ,
    ALUOp
    );
input [6:0] Opcode;
output reg ALUSrc, MemtoReg, RegWrite, MemRead, MemWrite;
output reg [1:0] ALUOp; 
always @(*) begin
    case (Opcode)
        7'b0110011 : begin
            MemtoReg = 1'b0;
            MemWrite = 1'b0;
            MemRead = 1'b0;
            ALUSrc = 1'b0;
            RegWrite = 1'b1;
            ALUOp = 2'b10;
        end
        7'b0010011 : begin
            MemtoReg = 1'b0;
            MemWrite = 1'b0;
            MemRead = 1'b0;
            ALUSrc = 1'b1;
            RegWrite = 1'b1;
            ALUOp = 2'b00;
        end
        7'b0000011 : begin
            MemtoReg = 1'b1;
            MemWrite = 1'b0;
            MemRead = 1'b1;
            ALUSrc = 1'b1;
            RegWrite = 1'b1;
            ALUOp = 2'b01;
        end
        7'b0100011 : begin
            MemtoReg = 1'b0;
            MemWrite = 1'b1;
            MemRead = 1'b0;
            ALUSrc = 1'b1;
            RegWrite = 1'b0;
            ALUOp = 2'b01;
        end
    endcase
end
endmodule  
`timescale 1ns / 1ps
module DataMem ( MemRead , MemWrite , addr , write_data , read_data );
input MemRead;
input MemWrite;
input [8:0] addr;
input [31:0] write_data;
output reg [31:0] read_data;
integer i;
reg [31:0] memory [127:0];
initial begin
    for (i = 0; i < 127; i = i + 1) begin
        memory[i] = 32'h00000000;
    end
end       
always @(addr, MemRead) begin
    if (MemRead == 1'b1) begin
        read_data = memory[addr[8:2]];
    end
end
always @(addr, write_data, MemWrite) begin
    if (MemWrite == 1'b1) begin
        memory[addr[8:2]] = write_data;
    end
end
endmodule  
module data_path #(
    parameter PC_W = 8,        
    parameter INS_W = 32,      
    parameter RF_ADDRESS = 5,  
    parameter DATA_W = 32,     
    parameter DM_ADDRESS = 9,  
    parameter ALU_CC_W = 4     
 )(
    input                  clk ,     
    input                  reset,    
    input                  reg_write,    
    input                  mem2reg,      
    input                  alu_src,      
    input                  mem_write,    
    input                  mem_read,     
    input  [ALU_CC_W-1:0]  alu_cc,       
    output          [6:0]  opcode,       
    output          [6:0]  funct7,       
    output          [2:0]  funct3,       
    output   [DATA_W-1:0]  alu_result    
 );
wire [7:0] d, q;
wire [31:0] instruction;
wire [31:0] write_data, reg1, reg2, immOut, srcb, aluOut, read_data;
wire carryOut, overflow, zero;
FlipFlop my_fl(clk, reset, d, q);
assign d = q + 4;
InstMem my_inst(q, instruction);
assign opcode = instruction[6:0];
assign funct3 = instruction[14:12];
assign funct7 = instruction[31:25];
RegFile my_reg(clk, reset, reg_write, instruction[11:7], instruction[19:15], instruction[24:20], write_data, reg1, reg2);
ImmGen my_imm(instruction[31:0], immOut);
MUX21 my_mux(reg2, immOut, alu_src, srcb);
alu_32 my_alu(reg1, srcb, alu_cc, aluOut, carryOut, zero, overflow);
assign alu_result = aluOut;
DataMem my_data(mem_read, mem_write, aluOut[8:0], reg2, read_data);
MUX21 my_mux2(aluOut, read_data, mem2reg, write_data);
endmodule
`timescale 1ns / 1ps
module FlipFlop(
   input  clk , reset,
   input  [7:0] d,
   output [7:0] q
   );
 reg [7:0] q;
always @ (posedge clk) begin
    if (reset == 1'b1)
        q = 8'h00;
    else 
        q = d;   
end
endmodule 
`timescale 1ns / 1ps
module ImmGen(
    InstCode ,
    ImmOut
    );
input [31:0] InstCode;
output reg [31:0] ImmOut;
always @(InstCode)
begin
    case (InstCode [6:0])
        7'b0000011 :
            ImmOut = {InstCode [31]? {20{1 'b1 }}:20 'b0 , InstCode [31:20]};
        7'b0010011 :
            ImmOut = {InstCode [31]? {20{1 'b1 }}:20 'b0 , InstCode [31:20]};
        7'b0100011 :
            ImmOut = {InstCode [31]? {20{1 'b1 }}:20 'b0 , InstCode [31:25] , InstCode [11:7]};
        7'b0010111 :
            ImmOut = {InstCode [31:12] , 12'b0};
        default :
            ImmOut = {32'b0};
    endcase
end
endmodule
`timescale 1ns / 1ps
module InstMem(
  input [7:0] addr,
  output wire [31:0] instruction
);
reg [31:0] memory [63:0];  
    initial begin
        memory[0] = 32'h00007033;  
        memory[1] = 32'h00100093;  
        memory[2] = 32'h00200113;  
        memory[3] = 32'h00308193;  
        memory[4] = 32'h00408213;  
        memory[5] = 32'h00510293;  
        memory[6] = 32'h00610313;  
        memory[7] = 32'h00718393;  
        memory[8] = 32'h00208433;  
        memory[9] = 32'h404404b3;  
        memory[10] = 32'h00317533;  
        memory[11] = 32'h0041e5b3;  
        memory[12] = 32'h0041a633;  
        memory[13] = 32'h007346b3;  
        memory[14] = 32'h4d34f713;  
        memory[15] = 32'h8d35e793;  
        memory[16] = 32'h4d26a813;  
        memory[17] = 32'h4d244893;  
        memory[18] = 32'h02b02823;  
        memory[19] = 32'h03002603;  
    end
    assign instruction = memory[addr[7:2]];  
endmodule
`timescale 1ns / 1ps
module MUX21 (
        D1 , D2 , S , Y
);
input  S;
input [31:0] D1;
input [31:0] D2;
output [31:0] Y;
 assign Y = (S == 1'b0) ? D1 : D2;
endmodule 
`timescale 1ns / 1ps
module RegFile(
  input clk, reset, rg_wrt_en,
  input [4:0] rg_wrt_addr, 
  input [4:0] rg_rd_addr1,
  input [4:0] rg_rd_addr2, 
  input [31:0] rg_wrt_data,
  output wire [31:0] rg_rd_data1,
  output wire [31:0] rg_rd_data2
);
reg [31:0] file [31:0];
assign rg_rd_data1 = file[rg_rd_addr1];
assign rg_rd_data2 = file[rg_rd_addr2];
reg [5:0] i;
always @ (reset) begin
    if (reset == 1'b1) begin
        for (i = 6'b00000; i < 6'b100000; i = i + 1)
            file[i] = 32'h00000000;
    end
end
always @ (posedge clk) begin
    if (reset == 1'b0 && rg_wrt_en == 1'b1)
        file[rg_wrt_addr] = rg_wrt_data;
end
endmodule
`timescale 1ns / 1ps
module processor
(
    input clk , reset ,
    output [31:0] Result
);
wire reg_write, mem2reg, alu_src, mem_write, mem_read;
wire [3:0] alu_cc;
wire [6:0] opcode, funct7;
wire [2:0] funct3;
wire [1:0] ALUOp;
data_path my_datapath(clk, reset, reg_write, mem2reg, alu_src, mem_write, mem_read, alu_cc, opcode, funct7, funct3, Result);
Controller my_controller(opcode, alu_src, mem2reg, reg_write, mem_read, mem_write, ALUOp);
ALUController my_alucontroller(ALUOp, funct7, funct3, alu_cc);
endmodule  
--- run.sh ---
#!/bin/bash
# OpenROAD 26Q1-2900-gdf79404cd8, Yosys 0.63+post, stock flow scripts
make -C /OpenROAD-flow-scripts/flow DESIGN_CONFIG=/design/flow/config.mk WORK_HOME=/design/flow/orfs finish
--- config.mk ---
export PLATFORM = sky130hd
export DESIGN_NAME = processor
export DESIGN_NICKNAME = processor
export VERILOG_FILES = /design/flow/design.v
export SDC_FILE = /design/flow/constraint.sdc
export NUM_CORES = 4
export LEC_CHECK = 1
export CORE_UTILIZATION = 30
--- constraint.sdc ---
current_design processor

set clk_period 5.9
set clk_io_pct 0.2

create_clock -name clk0 -period $clk_period [get_ports {clk}]

set non_clock_inputs [all_inputs -no_clocks]
set_input_delay [expr $clk_period * $clk_io_pct] -clock clk0 $non_clock_inputs
set_output_delay [expr $clk_period * $clk_io_pct] -clock clk0 [all_outputs]
==> qor.yml <==
dr.first_iter.drc_count: 49
detail_route.first_pass.iterations: 4
timing.rr.start: "my_datapath.my_fl.q[2]"
die_area_um2: 7560
vias: 1696
clk_latency_ns: 0.26
ios: 34
die_h_um: 86.9
cts_root_buf: "clkbuf_8"
cts_setup_buffers: 0
synth_cells: 243
cp-endpoint: "Result[11]"
cts_tree: "done"
cp_num_cells: 10
p_leak_nw: 1.33
tns_ns: 0
ys_warn_count: 2057
area_delta_synth_final_pct: 28.4
clock_skew_ns: 0.00127
crit_fanout: 14
num_antenna_cells: 0
worst_slew_pin_slew_ns: 0.831
numSynthFlops: 59
nFillCells: 702
drive_above_1_share_pct: 7.19
synth_stat.cells: 243
fmax_ghz: 0.197
crit_family: "simple AND/OR/NAND/NOR gates"
flop_cell: "dlxtn_1"
critical_path_class: "flip-flop to output port"
cts.reportedPaths.clkPinSlew_ns: 0.08
cpMostUsedCell: "dlxtn_1"
io_buffers: 33
hpwl_mm: 3.05
gp_congestion: 0.848
r2r_cells: 8
status: "complete, no violations"
hold_class: "flip-flop to flip-flop"
cpPeakStageDelay_ns: 0.67
grtUsageTotal_pct: 11.3
startpoint_type: "flip-flop"
critPathBufInv: 1
cts_hold_buf: 0
final_area_um2: 2780
openroad.warnings: 25
grt_pass1_wl_mm: 6.83
grt_pass1_vias: 1552
async_reset_ff_share_pct: 0
grt_max_degree: 22
slowest_stage: "or4b_1"
vdd_drop_max_v: 0.000150
wl_per_cell_um: 9.64
untimed_endpoints: 35
rows: 30
post_dp_cell_area_um2: 2710
layout_min_cycle_time_ns: 5.07
unclocked_pins: 35
fp_util_pct: 31.5
critical_path_arrival_ns: 3.89
slew-limit-headroom_pct: 44.3
fin_crit_sh_pct: 85.9
htree_levels: 1
hold_violations: 0
drc: 0
antenna_found_initial: 0
cts_buffer_depth: 2
vias_per_cell: 4.22
drv_slew: 0
grt_overflow_total: 0
critPathCaptureType: "output port"
ys_area_um2: 2160
die-width_um: 86.9
r2r-end: "my_datapath.my_imm.InstCode[14]"
startpoint: "my_datapath.my_imm.InstCode[5]"
drv_cap: 0
crit_chain: "nand2_1 -> dlxtn_1 -> and3b_1 -> a31oi_4 -> nand2_2 -> or4b_1 -> ha_1 -> o21ai_0 -> dlxtn_1 -> clkdlybuf4s50_1"
core_um2: 6870
cts_buffers: 3
synth_cell_type_count: 52
postLayoutCoreUtil_pct: 40.4
drt_wl_total_mm: 3.87
syn_area_um2: 2160
power.density_nw_per_um2: 165
critical_path_required_ns: 4.72
grt_setup_unrepaired: "no"
cts_resized: 0
antenna_left: 0
finalSetupViolCount: 0
synth-edff-count: 0
r2r_setup_slack_ns: 3.95
synth.avg_cell_area_um2: 8.90
==> per-layer routing <==
metal	vias to the layer above	global-route usage [%]	part of all wire (%)
met1	715	16.5	52
li1	945	-	-
met3	2	0.577	3.1
met2	34	19.5	44
met5	-	0	0
met4	0	1.06	0.49
==> how the worst min path moves through the flow <==
| stage | start | endpoint | slack [ns] | depth (start not counted) |
|---|---|---|---|---|
| finish | my_datapath.my_fl.q[5] | my_datapath.my_imm.InstCode[22] | 0.55 | 2 |
| global route | my_datapath.my_fl.q[5] | my_datapath.my_imm.InstCode[22] | 0.59 | 2 |
| CTS | my_datapath.my_fl.q[5] | my_datapath.my_imm.InstCode[22] | 0.56 | 2 |
==> report_power, final <==
part           total [mW]  internal [mW]  switching, mW  leakage [nW]
logic               0.106         0.0539         0.0516         0.828
clock network       0.139         0.0905         0.0485        0.0357
registers           0.214          0.200         0.0145         0.467
total               0.459          0.344          0.115          1.33
==> Yosys cell counts, types with 2 or more instances <==
master    instances  area (µm²)
o31ai_1           2        15.0
inv_2             4        15.0
and2_1            4        25.0
a31o_1            2        17.5
nand2_2           2        12.5
o22ai_1           3        18.8
nor2_1           16        60.1
a21bo_1           5        50.1
a21oi_1           8        40.0
nand2_1          32         120
clkbuf_1          7        26.3
a211oi_1          5        37.5
o21ai_1           5        25.0
and3b_1           3        26.3
a31o_2            2        17.5
dfxtp_1          24         480
ha_1              8         100
inv_1             8        30.0
nand3b_1          2        15.0
dlxtn_1          35         526
or4_1             2        15.0
a31oi_1           6        37.5
xnor2_1           2        17.5
or3_1             3        18.8
a22oi_1           2        15.0
nor3_1            3        15.0
a31oi_4           3        63.8
xor2_1            2        17.5
mux2_2            2        22.5
nor2b_1           5        31.3
nand3_1           3        15.0
o21ai_0          13        65.1
==> logic make-up after synthesis <==
family                   after synthesis  synth area share [%]
flip-flops                            24                  22.2
other                                  1                 0.173
buffers and inverters                 22                  4.22
XOR/XNOR                               4                  1.62
adder cells (fa/ha/maj)                8                  4.63
AND-OR/OR-AND                         63                  21.9
multiplexers                           3                  1.50
latches                               35                  24.3
AND/OR/NAND/NOR                       83                  19.5
==> through the flow <==
stage	total power, mW	hold WS [ns]	std cells	worst slack [ns]
3_5_place_dp	0.325	0.541	398	1.10
4_1_cts	0.465	0.556	402	0.809
3_3_place_gp	0.324	0.540	398	1.13
6_report	0.459	0.549	402	0.830
2_1_floorplan	0.281	0.484	277	2.02
5_1_grt	0.489	0.591	402	0.523
==> worst register-to-register path, cell delays in order (launching register included) <==
cell and delay [ns]:
dfxtp_1 0.41, ha_1 0.20, nand3_1 0.13, xnor2_1 0.30, nand2_1 0.19, inv_2 0.23, nor2b_1 0.10, a22oi_1 0.17
o22ai_1 0.10
==> cells in the final DEF, fill, tap and decap left out, types with 2 or more instances in the layout <==
cell type	instances
o22ai_1	3
o21ai_1	5
clkbuf_8	3
dlxtn_1	35
nand3_1	3
xor2_1	2
or4_1	2
dfxtp_1	24
a31oi_4	3
inv_1	8
nor2b_1	5
nor3_1	3
a31oi_1	6
and3b_1	3
ha_1	8
a22oi_1	2
a31o_2	2
nand2_1	32
mux2_2	2
a211oi_1	5
nand2_2	2
a21bo_1	5
inv_2	4
clkdlybuf4s50_1	33
o31ai_1	2
and2_1	4
nor2_1	16
a21oi_1	8
nand3b_1	2
a31o_1	2
conb_1	35
xnor2_1	2
or3_1	3
o21ai_0	13
==> layout make-up <==
type / count / area, µm² / share of cell area (%)
Clock inverter: 1 / 30.0 / 1.08
Inverter: 13 / 48.8 / 1.76
Timing Repair Buffer: 34 / 338 / 12.2
Clock buffer: 3 / 41.3 / 1.49
Sequential cell: 59 / 1010 / 36.2
Multi-Input combinational cell: 196 / 1190 / 43.0
Tap cell: 96 / 120 / 4.32
==> registers in the layout, indices dropped and copies added (netlist names) <==
name and cells:
my_datapath.my_imm.InstCode 19, my_datapath.my_alu.ALU_Out 32, my_datapath.my_fl.q 5, my_controller.ALUOp 2, my_controller.ALUSrc 1
Power and IR drop assume default switching activity.
